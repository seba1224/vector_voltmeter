<file path="flow/run.sh">
#!/bin/bash
# OpenROAD 26Q1-2900-gdf79404cd8, Yosys 0.63+post, stock flow scripts
make -C /OpenROAD-flow-scripts/flow DESIGN_CONFIG=/design/flow/config.mk WORK_HOME=/design/flow/orfs finish
</file>
<file path="flow/config.mk">
export PLATFORM = sky130hd
export DESIGN_NAME = ddr3_arbiter
export DESIGN_NICKNAME = ddr3_arbiter
export VERILOG_FILES = /design/flow/design.v
export SDC_FILE = /design/flow/constraint.sdc
export NUM_CORES = 4
export LEC_CHECK = 1
export CORE_AREA = 10 10 747 747
export DIE_AREA = 0 0 757 757
</file>
<file path="flow/constraint.sdc">
current_design ddr3_arbiter

set clk_period 36.8
set clk_io_pct 0.2

create_clock -name clk0 -period $clk_period [get_ports {clk}]

set non_clock_inputs [all_inputs -no_clocks]
set_input_delay [expr $clk_period * $clk_io_pct] -clock clk0 $non_clock_inputs
set_output_delay [expr $clk_period * $clk_io_pct] -clock clk0 [all_outputs]
</file>
<file path="flow/design.v">
module ddr3_arbiter(
 input  clk,
 input  rst,
 output reg [  2:0]master_cmd,         
 output reg [ 31:0]master_addr,
 output reg        master_en,           
 output reg [287:0]master_wdf_data,
 output reg [ 35:0]master_wdf_mask,
 output reg        master_wdf_end,      
 output reg        master_wdf_wren,     
 input             master_rdy,          
 input             master_wdf_rdy,      
 input      [287:0]master_rd_data,
 input             master_rd_data_valid,
 input             master_rd_data_end,  
 input      [  2:0]slave0_cmd,
 input      [ 31:0]slave0_addr,
 input             slave0_en,
 input      [287:0]slave0_wdf_data,
 input      [ 35:0]slave0_wdf_mask,
 input             slave0_wdf_end,
 input             slave0_wdf_wren,
 output reg        slave0_rdy,
 output reg        slave0_wdf_rdy,
 output     [287:0]slave0_rd_data,
 output            slave0_rd_data_valid,
 output            slave0_rd_data_end,
 input      [  2:0]slave1_cmd,
 input      [ 31:0]slave1_addr,
 input             slave1_en,
 input      [287:0]slave1_wdf_data,
 input      [ 35:0]slave1_wdf_mask,
 input             slave1_wdf_end,
 input             slave1_wdf_wren,
 output reg        slave1_rdy,
 output reg        slave1_wdf_rdy,
 output     [287:0]slave1_rd_data,
 output            slave1_rd_data_valid,
 output            slave1_rd_data_end
);
localparam READ  = 3'b001;
localparam WRITE = 3'b000;
reg   [1:0]State;
localparam Idle   = 2'd0;
localparam S0Busy = 2'd1;
localparam S1Busy = 2'd2;
reg [287:0] slave0_rd_data_reg;
reg         slave0_rd_data_valid_reg;
reg         slave0_rd_data_end_reg;
reg [287:0] slave1_rd_data_reg;
reg         slave1_rd_data_valid_reg;
reg         slave1_rd_data_end_reg;
reg [287:0] slave0_rd_data_regZ;
reg         slave0_rd_data_valid_regZ;
reg         slave0_rd_data_end_regZ;
reg [287:0] slave1_rd_data_regZ;
reg         slave1_rd_data_valid_regZ;
reg         slave1_rd_data_end_regZ;
always @(posedge clk) begin
 slave0_rd_data_regZ       <= slave0_rd_data_reg;
 slave0_rd_data_valid_regZ <= slave0_rd_data_valid_reg;
 slave0_rd_data_end_regZ   <= slave0_rd_data_end_reg;
 slave1_rd_data_regZ       <= slave1_rd_data_reg;
 slave1_rd_data_valid_regZ <= slave1_rd_data_valid_reg;
 slave1_rd_data_end_regZ   <= slave1_rd_data_end_reg;
end
assign slave0_rd_data       = slave0_rd_data_regZ;
assign slave0_rd_data_valid = slave0_rd_data_valid_regZ;
assign slave0_rd_data_end   = slave0_rd_data_end_regZ;
assign slave1_rd_data       = slave1_rd_data_regZ;
assign slave1_rd_data_valid = slave1_rd_data_valid_regZ;
assign slave1_rd_data_end   = slave1_rd_data_end_regZ;
always @(*) begin
 case(State)
  S0Busy: begin
   master_cmd           = slave0_cmd;
   master_addr          = slave0_addr;
   master_en            = slave0_en;
   master_wdf_data      = slave0_wdf_data;
   master_wdf_mask      = slave0_wdf_mask;
   master_wdf_end       = slave0_wdf_end;
   master_wdf_wren      = slave0_wdf_wren;
   slave0_rdy           = master_rdy;
   slave0_wdf_rdy       = master_wdf_rdy;
   slave0_rd_data_reg       = master_rd_data;
   slave0_rd_data_valid_reg = master_rd_data_valid;
   slave0_rd_data_end_reg   = master_rd_data_end;
   slave1_rdy           = 0;  
   slave1_wdf_rdy       = 0;
   slave1_rd_data_reg       = 0;
   slave1_rd_data_valid_reg = 0;
   slave1_rd_data_end_reg   = 0;
  end
  S1Busy: begin  
   master_cmd           = slave1_cmd;
   master_addr          = slave1_addr;
   master_en            = slave1_en;
   master_wdf_data      = slave1_wdf_data;
   master_wdf_mask      = slave1_wdf_mask;
   master_wdf_end       = slave1_wdf_end;
   master_wdf_wren      = slave1_wdf_wren;
   slave0_rdy           = 0;
   slave0_wdf_rdy       = 0;
   slave0_rd_data_reg       = 0;
   slave0_rd_data_valid_reg = 0;
   slave0_rd_data_end_reg   = 0;
   slave1_rdy           = master_rdy;
   slave1_wdf_rdy       = master_wdf_rdy;
   slave1_rd_data_reg       = master_rd_data;
   slave1_rd_data_valid_reg = master_rd_data_valid;
   slave1_rd_data_end_reg   = master_rd_data_end;
  end
  default: begin  
   if(slave0_en | slave0_wdf_wren) begin  
    master_cmd           = slave0_cmd;
    master_addr          = slave0_addr;
    master_en            = slave0_en;
    master_wdf_data      = slave0_wdf_data;
    master_wdf_mask      = slave0_wdf_mask;
    master_wdf_end       = slave0_wdf_end;
    master_wdf_wren      = slave0_wdf_wren;
    slave0_rdy           = master_rdy;
    slave0_wdf_rdy       = master_wdf_rdy;
    slave0_rd_data_reg       = master_rd_data;
    slave0_rd_data_valid_reg = master_rd_data_valid;
    slave0_rd_data_end_reg   = master_rd_data_end;
    slave1_rdy           = 0;
    slave1_wdf_rdy       = 0;
    slave1_rd_data_reg       = 0;
    slave1_rd_data_valid_reg = 0;
    slave1_rd_data_end_reg   = 0;
   end else if(slave1_en) begin
    master_cmd           = slave1_cmd;
    master_addr          = slave1_addr;
    master_en            = slave1_en;
    master_wdf_data      = slave1_wdf_data;
    master_wdf_mask      = slave1_wdf_mask;
    master_wdf_end       = slave1_wdf_end;
    master_wdf_wren      = slave1_wdf_wren;
    slave0_rdy           = 0;
    slave0_wdf_rdy       = 0;
    slave0_rd_data_reg       = 0;
    slave0_rd_data_valid_reg = 0;
    slave0_rd_data_end_reg   = 0;
    slave1_rdy           = master_rdy;
    slave1_wdf_rdy       = master_wdf_rdy;
    slave1_rd_data_reg       = master_rd_data;
    slave1_rd_data_valid_reg = master_rd_data_valid;
    slave1_rd_data_end_reg   = master_rd_data_end;
   end else begin
    master_cmd           = slave0_cmd;
    master_addr          = slave0_addr;
    master_en            = slave0_en;
    master_wdf_data      = slave0_wdf_data;
    master_wdf_mask      = slave0_wdf_mask;
    master_wdf_end       = slave0_wdf_end;
    master_wdf_wren      = slave0_wdf_wren;
    slave0_rdy           = master_rdy;
    slave0_wdf_rdy       = master_wdf_rdy;
    slave0_rd_data_reg       = master_rd_data;
    slave0_rd_data_valid_reg = master_rd_data_valid;
    slave0_rd_data_end_reg   = master_rd_data_end;
    slave1_rdy           = master_rdy;
    slave1_wdf_rdy       = master_wdf_rdy;
    slave1_rd_data_reg       = master_rd_data;
    slave1_rd_data_valid_reg = master_rd_data_valid;
    slave1_rd_data_end_reg   = master_rd_data_end;
   end
  end
 endcase
end
wire [1:0]WriteCommand;
wire [1:0]WriteEnd;
wire [1:0]ReadCommand;
wire [1:0]ReadEnd;
assign WriteCommand[0] = (slave0_cmd == WRITE) & master_rdy & slave0_en;
assign ReadCommand [0] = (slave0_cmd == READ ) & master_rdy & slave0_en;
assign WriteEnd    [0] = (slave0_wdf_end & master_wdf_rdy & slave0_wdf_wren);
assign ReadEnd     [0] = (master_rd_data_end & master_rd_data_valid);
assign WriteCommand[1] = (slave1_cmd == WRITE) & master_rdy & slave1_en;
assign ReadCommand [1] = (slave1_cmd == READ ) & master_rdy & slave1_en;
assign WriteEnd    [1] = (slave1_wdf_end & master_wdf_rdy & slave1_wdf_wren);
assign ReadEnd     [1] = (master_rd_data_end & master_rd_data_valid);
reg [16:0]WriteCommandCount;
reg [16:0]WriteEndCount;
reg [16:0]ReadCommandCount;
reg [16:0]ReadEndCount;
reg Reset;
always @(posedge clk) begin
 Reset <= rst;
 if(Reset) begin
  State             <= Idle;
  WriteCommandCount <= 0;
  WriteEndCount     <= 0;
  ReadCommandCount  <= 0;
  ReadEndCount      <= 0;
 end else begin
  case(State)
   Idle: begin
    if(slave0_en | slave0_wdf_wren) begin  
     State <= S0Busy; 
     WriteCommandCount <= WriteCommand[0];
     WriteEndCount     <= WriteEnd    [0];
     ReadCommandCount  <= ReadCommand [0];
     ReadEndCount      <= ReadEnd     [0];
    end else if(slave1_en) begin
     State <= S1Busy;
     WriteCommandCount <= WriteCommand[1];
     WriteEndCount     <= WriteEnd    [1];
     ReadCommandCount  <= ReadCommand [1];
     ReadEndCount      <= ReadEnd     [1];
    end else begin
	 WriteCommandCount <= 0;
     WriteEndCount     <= 0;
     ReadCommandCount  <= 0;
     ReadEndCount      <= 0;
	end
   end
   S0Busy: begin
    if(
     (WriteCommandCount == WriteEndCount) && 
     (ReadCommandCount  == ReadEndCount )
    ) begin
     if(slave0_en | slave0_wdf_wren) begin
      WriteCommandCount <= WriteCommand[0];
      WriteEndCount     <= WriteEnd    [0];
      ReadCommandCount  <= ReadCommand [0];
      ReadEndCount      <= ReadEnd     [0];
     end else begin  
      State <= Idle;
     end
    end else begin
     WriteCommandCount <= WriteCommandCount + WriteCommand[0];
     WriteEndCount     <= WriteEndCount     + WriteEnd    [0];
     ReadCommandCount  <= ReadCommandCount  + ReadCommand [0];
     ReadEndCount      <= ReadEndCount      + ReadEnd     [0];
    end
   end
   S1Busy: begin
    if(
     (WriteCommandCount == WriteEndCount) && 
     (ReadCommandCount  == ReadEndCount )
    ) begin
     if(slave1_en | slave1_wdf_wren) begin
      WriteCommandCount <= WriteCommand[1];
      WriteEndCount     <= WriteEnd    [1];
      ReadCommandCount  <= ReadCommand [1];
      ReadEndCount      <= ReadEnd     [1];
     end else begin  
      State <= Idle;
     end
    end else begin
     WriteCommandCount <= WriteCommandCount + WriteCommand[1];
     WriteEndCount     <= WriteEndCount     + WriteEnd    [1];
     ReadCommandCount  <= ReadCommandCount  + ReadCommand [1];
     ReadEndCount      <= ReadEndCount      + ReadEnd     [1];
    end
   end
   default: begin
    State             <= Idle;
    WriteCommandCount <= 0;
    WriteEndCount     <= 0;
    ReadCommandCount  <= 0;
    ReadEndCount      <= 0;
   end
  endcase
 end
end
endmodule
</file>
==> flow_summary.ini <==
; physical design summary
[outcome]
status = finished, final reports clean

[final_timing]
relSlewSlack_pct = 17.10
timing.hold.ws_ns = 0.5313
setup_viol = 0
tightestPinTransition_ns = 1.240
slew_viol_final = 0
finalCritPeriodShare_pct = 55.48
layout_min_cycle_time_ns = 20.42
setup_tns_ns = 0
rsz0062_at_grt = false
max_freq_mhz = 48.98
clock_skew_ns = 0.04987
finalHoldViolCount = 0

[die]
rows = 270
die_height_um = 757
die_w_um = 757
fp_util_pct = 4.465
ios = 1964
coreArea_sq_um = 540900
die_area_sq_um = 573000

[clocking]
clock-sinks = 652
clkTransAtPathRegs_ns = 0.06
root_buffer = clkbuf_16
tritoncts = built
cts_resized = 0
clk_latency_ns = 0.86
cts_setup_buffers = 0
ctsHoldBuffers = 0
clock_path_buffers = 4
htreeDepth = 3
numCtsBuffers = 94

[final_layout]
area_growth_pct = 132.8
fin_area_sq_um = 56220
drive_gt1_share_pct = 5.077
layout.cells.non_filler = 11780
finish.utilization_pct = 10.40

[global_routing]
grt_pass1_wl_mm = 605.9
grt_overflow = 0
antenna_found_initial = 574
first_global_vias = 28740
grt_max_degree = 89
track_usage_pct = 18.57

[critical_path]
critPathRequiredTime_ns = 29.44
arrival_ns = 13.06
cpMostUsedCell = buf_4
path_class = in2out
start_kind = input port
crit_fanout = 88
max_stage_delay_ns = 0.74
worstSetupEndpointType = primary output
path_cells = clkdlybuf4s50_1, nor2_1, and2_1, o21ai_4, buf_4, buf_4, buf_4, buf_4, buf_4, a22o_1, clkdlybuf4s50_1
cp_slowest_cell = buf_4

[detailed_routing]
vias_per_cell = 2.559
drc = 0
ant_nets = 0
via_count = 30130
wl_per_cell_um = 46.18
routed_wl_mm = 543.8
drt_iter0_markers = 1822
dr.pass1.iters = 6

[synth]
syn_inst = 2384
ys_types = 59
synth_area_sq_um = 24150
edf_count = 0
ys_area_sq_um = 24150
ys_seq_share_pct = 54.04
syn-mean-instance-area_sq_um = 10.13
yosys_warnings = 1
ys.flops = 652
ys_cells = 2384
ff_type = dfxtp_1
async_flop_share_pct = 0

[flow_run]
warnings = 25
maxCapViolCount = 0

[place]
dp.cells = 11400
hpwl_mm = 506.4
post_dp_cell_area_sq_um = 52420
port_buffers = 1963
gp_congestion = 1.104

[power]
irDropWorstVdd_mv = 0.03189
leakagePower_nw = 18.42
power_density_nw_per_um2 = 42.23

[worst_hold_path]
hold_class = reg2reg
[synth_stat cells (15+ instances only)]
cell | n | area [sq um]
dfxtp_1 | 652 | 13050
a22o_1 | 374 | 3276
and2_1 | 295 | 1846
nor2b_1 | 295 | 1846
clkbuf_1 | 161 | 604.3
nand2_1 | 105 | 394.1
a21oi_1 | 73 | 365.4
nor2_1 | 56 | 210.2
o21ai_0 | 45 | 225.2
nand3_1 | 43 | 215.2
xor2_1 | 38 | 332.8
buf_2 | 25 | 125.1
a22oi_1 | 18 | 135.1
nor3_1 | 18 | 90.09
buf_1 | 17 | 63.81
a31oi_1 | 15 | 93.84
[cells by family after synthesis]
family	count (synthesis)	synth area share, %
AOI/OAI and AO/OA	590	19.20
xor gates and xnor gates	45	1.632
adders and majority gates	14	0.7253
buffers and inverters	208	3.393
DFF	652	54.04
muxes	3	0.1243
and+or+nand+nor	872	20.88
[cell usage in the layout, fill, tap and decap left out, types with 15 or more instances in the layout]
cell and count:
a22o_1 374, dfxtp_1 651, and2_1 295, nand3_1 43, diode_2 215, a22oi_1 18
buf_4 45, a31oi_1 15, nor2_1 54, a21oi_1 73, o21ai_0 45, xor2_1 38
clkdlybuf4s50_1 1962, nor2b_1 295, clkbuf_16 94, nand2_1 104, nor3_1 18
[where the power goes]
group	switching, mW	internal, mW
Sequential	0.0141	0.751
Combinational	0.316	0.289
Clock	0.411	0.593
[registers in the layout (all words and copies together), names as in the netlist]
register                   flops
ReadCommandCount              17
ReadEndCount                  17
State                          3
slave1_rd_data_regZ          288
slave1_rd_data_valid_regZ      1
slave0_rd_data_valid_regZ      1
slave1_rd_data_end_regZ        1
slave0_rd_data_end_regZ        1
WriteCommandCount             17
slave0_rd_data_regZ          288
WriteEndCount                 17
Reset                          1
[path summary, 6_finish.rpt]
check / slack (ns) / to / cells past startpoint / from
max: 16.38 / master_wdf_data[284] / 11 / slave0_en
max reg2reg: 31.64 / slave0_rd_data_regZ[250] / 9 / State[2]
min reg2reg: 0.53 / WriteCommandCount[0] / 2 / WriteCommandCount[0]
min: 0.53 / WriteCommandCount[0] / 2 / WriteCommandCount[0]
[per-layer routing]
metal	GRT usage (%)	vias up	wire, um
li1	-	12400	-
met1	18.12	13890	174100
met2	33.32	2591	275600
met3	9.864	1166	67460
met4	6.114	92	26030
met5	0	-	630
[final cells by class]
class / instances / area (sq um)
inverter: 4 / 15.01
sequential: 652 / 13050
clock buffer: 117 / 2549
antenna: 215 / 538.0
tap: 7208 / 9019
clock inverter: 47 / 714.4
multi-input combinational: 1524 / 10320
timing repair buffer: 2009 / 20020
fill: 62250 / 484600
[metrics by stage]
step / setup WS [ns] / power, mW
5_1_grt: 16.07 / 2.470
4_1_cts: 16.35 / 2.439
2_1_floorplan: 20.77 / 0.8645
6_report: 16.38 / 2.374
3_5_place_dp: 16.35 / 1.395
3_3_place_gp: 16.38 / 1.401
[critical path, delay by kind of cell]
family          cells  cell delay, ns
simple gates        2            0.41
compound gates      2            0.87
buf+inv             7            4.18
No activity file was given, so power comes from the tool's default toggle rates.
